==> ./config.mk <==
export PLATFORM = sky130hd
export DESIGN_NAME = RAM
export DESIGN_NICKNAME = RAM
export VERILOG_FILES = /design/flow/design.v
export SDC_FILE = /design/flow/constraint.sdc
export NUM_CORES = 4
export LEC_CHECK = 1
export CORE_UTILIZATION = 50
==> ./constraint.sdc <==
current_design RAM

set clk_period 16.2
set clk_io_pct 0.2

create_clock -name clk0 -period $clk_period [get_ports {CLK}]

set non_clock_inputs [all_inputs -no_clocks]
set_input_delay [expr $clk_period * $clk_io_pct] -clock clk0 $non_clock_inputs
set_output_delay [expr $clk_period * $clk_io_pct] -clock clk0 [all_outputs]
==> ./design.v <==
`timescale 1ns / 1ps
module RAM(
    input CLK,
    input [32:1] Address,writeData,
    input Read,Write,
    output reg [32:1] dataOut
    );
    parameter N = 63;
    reg [8:1] ram [N:0];
    initial begin
        for(i=0;i<=N;i=i+1)
            ram[i] <= 0;
    end
    integer i;
    always @(Address or Read)begin
        if(Read==1)begin
            dataOut[32:25]=ram[Address];
            dataOut[24:17]=ram[Address+1];
            dataOut[16:9]=ram[Address+2];
            dataOut[8:1]=ram[Address+3];
            end
        else begin
            dataOut=32'bzzzzzzzz;
            end
    end
    always @(negedge CLK)begin
        if(Write==1)begin
            ram[Address] <= writeData[32:25];  
            ram[Address+1] <= writeData[24:17];  
            ram[Address+2] <= writeData[16:9];  
            ram[Address+3] <= writeData[8:1];  
        end
        else ;
    end
endmodule
==> ./run.sh <==
#!/bin/bash
# OpenROAD 26Q1-2900-gdf79404cd8, Yosys 0.63+post, stock flow scripts
make -C /OpenROAD-flow-scripts/flow DESIGN_CONFIG=/design/flow/config.mk WORK_HOME=/design/flow/orfs finish
==> run notes <==
Notes on the flow run.

- The share of synthesized registers carrying an async set or reset is 0%, for reference.
- In the final layout, the registers with the most flip-flops are ram (512).
- Looking at the VDD voltage map, the peak drop is 0.0000925 V.
- The worst setup path is captured at a primary output.
- The wire length of the first global-routing pass is 385000 um, for reference.
- Per the CTS log, the root buffer master is clkbuf_16.
- The report lists the power per cell area as 87.0 nW/um2.
- In this run the tightest slew margin relative to its limit is -6.87%.
- The finished layout reports a core utilization of 56.9%.
- The average vias per placed instance is 7.53, for reference.
- For reference, the placement row count at floorplan is 118.
- The top cell type's share of synthesized area is 29.3%, for reference.
- In this run the remaining antenna-violating nets after routing total 0.
- For this design the static power due to leakage is 0.0222 uW.
- The number of warnings issued by yosys is 2, for reference.
- Entering global routing, the biggest net connects 119 pins.
- The chip occupies 106000 um2.
- The core utilization at floorplan is 50.6%, for reference.
- Per the gpl log, the routability congestion estimate is 1.14.
- Endpoints with negative setup slack in the final report add up to 0.
- The post-route netlist has 29.8% of its cells at a drive strength greater than 1.
- The hold slack is 7.94 ns, for reference.
- The worst setup path is launched from a flip-flop.
- The total global routing track utilization is 56.2%, for reference.
- The area of the core region is 104000 um2, for reference.
- The number of flip-flops under the largest register name is 512, for reference.
- The run finished, with violations left.
- By area the synthesized netlist is led by edfxtp_1 29%, mux4_2 20%, mux2i_1 14%.
- For the worst setup path, the data required time is 12.96 ns.
- Synthesis inferred 512 register bits.
- The class of the most critical hold timing path is input port to primary output, for reference.
- The checks that failed: capacitance limit, slew limit.
- The number of unique standard cell types used by synthesis is 96, for reference.
- The netlist area before placement is 52500 um2, for reference.
- The critical path start-end classification is flip-flop to primary output, for reference.
- The total DRC errors in the routed layout is 0, for reference.
- Max-cap violations in this run came to 1.
- In the placement report, post-DP HPWL is listed as 193000 um.
- The total vias in the final route is 49.6k, for reference.
- Post-synthesis, Yosys gives the total cell area as 52500 um2.
- In the final report, the number of hold violations comes to 0.
- The number of top-level pins is 99, for reference.
- edfxtp_1 takes more of the synthesized area than any other cell.
- The number of warnings in the stage logs is 574, for reference.
- The die boundary width is 326 um, for reference.
- The growth of design area from synthesis to finish is 12.5%, for reference.
- TritonCTS built the clock tree.
- The number of enable flip-flop cells is 512, for reference.
- Setup repair after global routing left no endpoint under its margin.
- ram holds more flip-flops than any other register.
- The pin closest to its max-slew limit shows a slew of 1.60 ns.
- In the post-route report, total wirelength is listed as 280000 um.
- Yosys reports that the most numerous cell types are 720 x mux2i_1, 522 x mux2_2, 512 x edfxtp_1.
- The yosys cell count is 4823, for reference.
- The most common cell in the netlist is mux2i_1, for reference.
- Of all nets on the critical path, the largest fanout is 4.
- The number of DRC markers in iteration 0 is 5817, for reference.
- The via count of the first global-routing pass is 49.1k.
- The final layout report lists a filler cell count of 8682.
- The final count of pins violating max slew is 13, for reference.
- The number of setup buffers added after CTS is 0.
- In the final timing run, aggregate negative setup slack is 0 ns.
- The cell count after synthesis came out at 4823.
- The synthesized area per cell is 10.9 um2, for reference.
- The TritonCTS sink count is 512, for reference.
- The post-cts hold buffer count is 0, for reference.
- On the critical path the data arrives at 12.06 ns.
- The number of buffers created by CTS is 70, for reference.
- Among all flip-flop cells after synthesis, the most frequent one is edfxtp_1.
- The total global routing overflow is 0, for reference.
- The number of buffers added on ports is 71, for reference.
- The detail-routed net length per standard cell is 42.5 um, for reference.
- The post-CTS clock slew at the launch and capture registers of the worst setup and hold paths is 0.03 ns, for reference.
- The vertical die dimension is 326 um, for reference.
- The count of H-tree levels built during CTS is 3, for reference.
- The clock passes through at most 3 buffers.
- The initial antenna violation count came to 22.
- Gates resized during post-CTS repair numbered 0.
- According to the report, the first pass of detailed routing completed in 8 iterations.
- Per Yosys stat, the portion of area used by sequential elements is 29.3%.
-- routing by layer --
metal	GRT usage [%]	part of all wire (%)	vias up
met1	68.2	33	24200
met5	9.94	0.54	-
met3	44.2	19	1069
met4	31.1	7.4	48
met2	70.5	40	4645
li1	-	-	19700
-- critical path, cell delays in order (launching register included) --
cell,delay [ns]
edfxtp_1,0.49
mux4_2,0.65
mux4_2,0.50
mux2i_1,0.77
a21oi_1,0.36
clkdlybuf4s50_1,0.49
-- where the power goes --
part / leakage [uW] / internal, uW / switching (uW)
Sequential: 0.00462 / 1530 / 69.3
Clock: 0.00391 / 1160 / 1030
Combinational: 0.0137 / 488 / 858
-- layout make-up --
class                      instances  area [um2]  share of cell area (%)
clock buffer                      71        1780                    3.01
inverter                          14        55.1                  0.0932
antenna                           18        45.0                  0.0763
sequential                       512       15400                    26.0
clock inverter                   566        2530                    4.28
tap                             1380        1730                    2.92
multi-input combinational       3670       34600                    58.7
timing repair buffer             361        2900                    4.91
-- kinds of logic (layout without fill, tap and decap cells) --
logic type      Yosys count  after routing  synth area share [%]
mux                    1709           1709                  44.9
simple gates           1145           1145                  10.8
compound gates          794            794                  8.87
buf+inv                 641           1012                  5.52
flops                   512            512                  29.3
xor+xnor                 16             16                 0.453
fa+ha+maj                 6              6                 0.143
other cells               0             18                     0
-- cells in the final DEF, fill, tap and decap left out, types with 83 or more instances in the layout --
| master | n |
|---|---|
| nor2_1 | 145 |
| a21oi_1 | 209 |
| mux2_2 | 522 |
| buf_4 | 316 |
| nand4_1 | 83 |
| inv_1 | 535 |
| mux4_2 | 465 |
| nand3_1 | 203 |
| edfxtp_1 | 512 |
| nand2_1 | 421 |
| nor3_1 | 100 |
| o21ai_0 | 288 |
| mux2i_1 | 720 |
-- per-stage QoR --
stage / std cells / cell area, um2 / power (uW) / setup slack (ns)
6_report: 6592 / 59100 / 5140 / 0.897
3_5_place_dp: 5938 / 54700 / 3060 / 0.600
4_1_cts: 6574 / 59000 / 5080 / 1.05
2_1_floorplan: 4823 / 52500 / 2520 / 1.21
5_1_grt: 6577 / 59000 / 5310 / 0.996
3_3_place_gp: 5938 / 54700 / 3060 / 0.612
-- path summary, 6_finish.rpt --
kind              startpoint     endpoint  slack, ns  cells past startpoint
setup / recovery   ram[7][2]  dataOut[11]       0.90                      5
hold / removal    Address[4]  dataOut[12]       7.94                      6
Power is estimated from default activity; no workload was simulated.
