### config.mk
export PLATFORM = sky130hd
export DESIGN_NAME = Reg_EXEtoMEM
export DESIGN_NICKNAME = Reg_EXEtoMEM
export VERILOG_FILES = /design/flow/design.v
export SDC_FILE = /design/flow/constraint.sdc
export NUM_CORES = 4
export LEC_CHECK = 1
export CORE_AREA = 10 10 168 168
export DIE_AREA = 0 0 178 178
### constraint.sdc
current_design Reg_EXEtoMEM

set clk_period 5.5
set clk_io_pct 0.2

create_clock -name clk0 -period $clk_period [get_ports {CLK}]

set non_clock_inputs [all_inputs -no_clocks]
set_input_delay [expr $clk_period * $clk_io_pct] -clock clk0 $non_clock_inputs
set_output_delay [expr $clk_period * $clk_io_pct] -clock clk0 [all_outputs]
### design.v
`timescale 1ns / 1ps
module Reg_EXEtoMEM(
    input CLK,
    input Reset_in,PCWrite_in,isRtype_in,
    input Zero_in,
          regShouldWrite_in,
          memWrite_in,memRead_in,memToReg_in,
    input [32:1] branchAddress_in,nextAddress_in,
                 regReadData2_in,
                 aluOut_in,
    input [5:1] regWriteAddress_in,
    input [2:1] PCSrc_in,
    output reg PCWrite_out,Reset_out,isRtype_out,
               Zero_out,
               regShouldWrite_out,
               memWrite_out,memRead_out,memToReg_out,
    output reg [32:1] branchAddress_out,
                      aluOut_out,
                      regReadData2_out,
    output reg [5:1] regWriteAddress_out,
    output reg [2:1] PCSrc_out
    );
    always @(posedge CLK)begin
        if(Reset_in == 0)begin
            Reset_out <= Reset_in;
            PCWrite_out <= PCWrite_in;
            isRtype_out <= isRtype_in;
            PCSrc_out <= PCSrc_in;
            Zero_out <= Zero_in;
            aluOut_out <= aluOut_in;
            regShouldWrite_out <= regShouldWrite_in;
            regReadData2_out <= regReadData2_in;
            regWriteAddress_out <= regWriteAddress_in;
            memWrite_out <= memWrite_in;
            memRead_out <= memRead_in;
            memToReg_out <= memToReg_in;
            if( (PCSrc_in==2'b01 && aluOut_in==0) || (PCSrc_in==2'b10 && aluOut_in!=0) )begin
                branchAddress_out <= branchAddress_in;  
                end
            else begin
                branchAddress_out <= nextAddress_in;  
            end
        end
        else begin
            PCWrite_out <= 0;
            regShouldWrite_out <= 0;
            memWrite_out <= 0;
            memRead_out <= 0;
        end
    end
endmodule
### run.sh
#!/bin/bash
# OpenROAD 26Q1-2900-gdf79404cd8, Yosys 0.63+post, stock flow scripts
make -C /OpenROAD-flow-scripts/flow DESIGN_CONFIG=/design/flow/config.mk WORK_HOME=/design/flow/orfs finish
==> reports/qor.yml <==
ios: 255
grtUsageTotal: 0.1085
overflow: 0
wirelength_mm: 18.03
warnings: 25
area_delta_synth_final_pct: 67.63
rsz0062_at_grt: "false"
ant_nets: 0
ys_warn_count: 1
logic_area_um2: 1331
port_buffers: 253
crit_required_ps: 5680
rows: 57
yosys.area.top_type_share: 0.6734
tns_ps: 0
core_area_um2: 24460
vias: 4037
htreeDepth: 3
drc: 0
finalPower_mw: 2.036
period_used_share: 0.6489
leakage_nw: 2.543
finalHoldViolCount: 0
die_area_um2: 31680
area_leaders: "edfxtp_1 (67%), a211oi_1 (5.1%), or4_1 (5.1%)"
first_iter_violations: 202
fp.dieH_um: 178
cts.sinks: 110
cts_setup_buffers: 0
post-route-min-period_ps: 3569
tightestPinTransition_ps: 798.2
worstPathArrival_ps: 3750
yosys.area.top_type: "edfxtp_1"
cp_max_fo: 35
post_cts_resized: 0
synthCells: 356
fp-utilization: 0.1932
worstSetupPathType: "in -> reg"
slew_headroom: 0.4679
viasPerCell: 4.369
ys_ff: 110
dp_hpwl_mm: 13.67
postSynthSeqShare: 0.6903
clockBufferDepth: 2
synth_stat.cells: 356
netlist_area_um2: 4727
hold_path.class: "in -> reg"
start_kind: "primary input"
first_pass_iters: 5
die_w_um: 178
cts_tree: "yes"
endpoint_kind: "flop"
drv_slew: 0
flop_area_um2: 3263
min-delay-start: "PCSrc_in[2]"
drive_gt1_frac: 0.05008
root_buffer: "clkbuf_16"
wire_per_inst_um: 19.51
grt_pass1_vias: 3895
yosys-stat-area_um2: 4727
ctsHoldBuffers: 0
power.density_nw_per_um2: 256.9
final_util: 0.3239
clk_pin_slew_ps: 90
setup_violations: 0
numCtsBuffers: 9
avgSynthCellArea_um2: 13.28
ys_types: 21
grt_first_pass_wirelength_mm: 25.41
place.gp.congestion: 0.8379
status: "completed"
max_freq_mhz: 280.2
ir_drop_mv: 0.1258
antenna_found_initial: 1
cp-startpoint: "aluOut_in[31]"
cap_viol_max_count: 0
grt_max_degree: 67
fill_cells: 2379
## layout by cell type, fill, tap and decap left out, types with 8 or more instances in the layout
cell type	synthesis	final
a211oi_1	32	32
clkdlybuf4s50_1	0	252
nand2b_1	32	32
edfxtp_1	106	106
nor4_1	8	8
a21oi_1	32	32
or4_1	32	32
buf_4	1	9
o22ai_1	32	32
nor3_1	32	32
clkbuf_16	0	9
## flip-flops by register name, summed over array words and instances, names as in the netlist
| name | count |
|---|---|
| regReadData2_out | 32 |
| isRtype_out | 1 |
| aluOut_out | 32 |
| PCWrite_out | 1 |
| Zero_out | 1 |
| regShouldWrite_out | 1 |
| PCSrc_out | 2 |
| memToReg_out | 1 |
| memRead_out | 1 |
| regWriteAddress_out | 5 |
| memWrite_out | 1 |
| branchAddress_out | 32 |
## layout make-up
type | instances | share of cell area
flip-flops and latches | 110 | 0.4118
repair buffers | 261 | 0.3269
multi-input cells | 210 | 0.1680
well taps | 324 | 0.05116
clock buffers | 9 | 0.02842
clock inverters | 7 | 0.01216
inverters | 2 | 0.001263
diodes | 1 | 0.0003158
## worst paths after layout
check                         endpoint  slack [ps]  depth (start not counted)
max    branchAddress_out[16]$_DFFE_PN_        1930                          8
min             PCSrc_out[2]$_DFFE_PN_        1250                          1
## metrics by stage
stage | cell area (µm²) | hold WS (ps) | setup WS (ps) | std cells
2_1_floorplan | 4727 | 1172 | 1892 | 356
3_3_place_gp | 7600 | 1631 | 1584 | 907
3_5_place_dp | 7600 | 1635 | 1567 | 907
4_1_cts | 7921 | 1239 | 1932 | 923
5_1_grt | 7921 | 1268 | 1718 | 923
6_report | 7924 | 1252 | 1931 | 924
## synthesized netlist by cell type (all sizes together)
cell type and instances:
edfxtp 106, clkbuf 24, inv 2, buf 10
a211oi 32, a21oi 32, dfxtp 4, conb 1
nand4 2, nor4 8, o21ai 1, or2 1
or4 32, nor3 33, o22ai 32, nor2b 4
nand2b 32
## layer usage
| metal | vias to the layer above | part of all wire | global-route usage |
|---|---|---|---|
| met5 | - | 0.00072 | 0 |
| met4 | 2 | 0.011 | 0.01077 |
| met3 | 14 | 0.13 | 0.04251 |
| met2 | 221 | 0.46 | 0.1774 |
| met1 | 1875 | 0.40 | 0.1404 |
| li1 | 1925 | - | - |
## critical path: stages
cell and delay [ps]:
clkdlybuf4s50_1 460, nor4_1 420, nand4_1 210, buf_4 290, o21ai_4 470, buf_4 350, o22ai_1 120, a211oi_1 270
## where the power goes
group	switching [mW]	total, mW	internal, mW
Clock	0.355	0.692	0.336
Sequential	0.0201	1.02	0.997
Combinational	0.103	0.327	0.224
## kinds of logic (layout without fill, tap and decap cells)
group,after synthesis,count (layout),synth area share
AND-OR/OR-AND,97,97,0.1289
AND/OR/NAND/NOR,112,112,0.1490
other,1,2,0.0007933
buffers and inverters,36,279,0.03097
flip-flops,110,110,0.6903
Power and IR drop assume default switching activity.
