$ cat flow/run.sh
#!/bin/bash
# OpenROAD 26Q1-2900-gdf79404cd8, Yosys 0.63+post, stock flow scripts
make -C /OpenROAD-flow-scripts/flow DESIGN_CONFIG=/design/flow/config.mk WORK_HOME=/design/flow/orfs finish
$ cat flow/config.mk
export PLATFORM = sky130hd
export DESIGN_NAME = Reg_IDtoEXE
export DESIGN_NICKNAME = Reg_IDtoEXE
export VERILOG_FILES = /design/flow/design.v
export SDC_FILE = /design/flow/constraint.sdc
export NUM_CORES = 4
export LEC_CHECK = 1
export CORE_UTILIZATION = 30
$ cat flow/constraint.sdc
current_design Reg_IDtoEXE

set clk_period 1.4
set clk_io_pct 0.2

create_clock -name clk0 -period $clk_period [get_ports {CLK}]

set non_clock_inputs [all_inputs -no_clocks]
set_input_delay [expr $clk_period * $clk_io_pct] -clock clk0 $non_clock_inputs
set_output_delay [expr $clk_period * $clk_io_pct] -clock clk0 [all_outputs]
$ cat flow/design.v
`timescale 1ns / 1ps
module Reg_IDtoEXE(
    input CLK,Reset_in,
    input PCWrite_in,
          regShouldWrite_in,
          aluInputBSelect_in,
          memWrite_in,memRead_in,memToReg_in,
          jumpSrc,
          isRtype_in,isJal_in,
    input [32:1] newAddress_in,
                 regReadData1_in,regReadData2_in,Immediate_in,
    input [26:1] jumpAddress_in_opCode,
    input [6:1] aluOpCode_in,
    input [5:1] regWriteAddress_in,regReadAddress1_in,regReadAddress2_in,
    input [2:1] PCSrc_jump_in,PCSrc_branch_in,
    output reg Reset_out,PCWrite_out,isRtype_out,isJal_out,
           regShouldWrite_out,
           memWrite_out,memRead_out,memToReg_out,
    output reg [32:1] newAddress_out,
                      regReadData1_out,regReadData2_out,
                      aluInputB_out,Immediate_out,
    output reg [32:1] jumpAddress_out,
    output reg [6:1] aluOpCode_out,
    output reg [5:1] regWriteAddress_out,regReadAddress1_out,regReadAddress2_out,
    output reg [2:1] PCSrc_jump_out,PCSrc_branch_out
    );
    always @(posedge CLK)begin
        if(Reset_in == 0)begin
            Reset_out <= Reset_in;
            isRtype_out <= isRtype_in;
            isJal_out <= isJal_in;
            PCWrite_out <= PCWrite_in;
            PCSrc_jump_out <= PCSrc_jump_in;
            PCSrc_branch_out <= PCSrc_branch_in;
            newAddress_out <= newAddress_in;
            regShouldWrite_out <= regShouldWrite_in;
            memWrite_out <= memWrite_in;
            memRead_out <= memRead_in;
            memToReg_out <= memToReg_in;
            regReadData1_out <= regReadData1_in;
            regReadData2_out <= regReadData2_in;
            regReadAddress2_out <= regReadAddress2_in;
            regReadAddress1_out <= regReadAddress1_in;
            regWriteAddress_out <= regWriteAddress_in;
            Immediate_out <= Immediate_in;
            aluOpCode_out <= aluOpCode_in;
            if(aluInputBSelect_in == 0) aluInputB_out <= regReadData2_in;
            else    aluInputB_out <= Immediate_in;
            if(jumpSrc == 0)begin
                jumpAddress_out[32:29] <= newAddress_in[32:29];
                jumpAddress_out[28:3] <= jumpAddress_in_opCode;
                jumpAddress_out[2:1] <= 2'b00;
            end
            else begin
                jumpAddress_out <= regReadData1_in;
            end
        end
        else begin
            PCWrite_out <= 0;
            regShouldWrite_out <= 0;
            memWrite_out <= 0;
            memRead_out <= 0;
        end
    end
endmodule
==> impl_metrics.toml <==
# synthesis and place-and-route metrics
[outcome]
run_status = "finished clean"

[timing]
slew_viol_final = 0
rsz0062_at_grt = "yes"
clock.fmax_mhz = 715
hold_violations = 0
setup_viol = 0
fin_crit_ns = 1.40
worst_pin_slew_ns = 0.618
max-slew-margin-rel_pct = 58.8
finalClockPeriodUsage_pct = 99.9

[critical_path]
worstSetupStartpointType = "flop"
crit_path_max_fanout = 1
path_delay_family = "flip-flops"
worst_setup_path_end_kind = "output port"
critPathBufInv = 1
crit_type = "flop to output port"
worst-endpoint-required_ns = 1.12
cpMaxStageDelayCell = "sky130_fd_sc_hd__edfxtp_1"
crit_chain = "buf_2"
slowest_delay_ns = 0.45
crit_arrival_ns = 1.12

[route]
avgViaCountPerCell = 4.20
detailedRoute.firstPassIterationCount = 4
route.final.wire_length_um = 19600
via_count = 4602
route.antenna.remaining_nets = 0
num_antenna_cells = 0
detail_route.drc_violations = 0
drt_iter0_drc = 235
drt-wirelength-per-cell_um = 17.9

[synth]
seq_total_area_yosys_pct = 85.8
synth-seq-cells = 224
yosys_stat_chip_area_um2 = 7790
ys.warnings.count = 1
syn_avg_cell_area_um2 = 25.7
synthesis.instances = 303
synth-cells-yosys = 303
post_synth_num_cell_types = 11
synthesis.area_um2 = 7790

[worst_hold_path]
hp-class = "input port to flop"

[die]
core_region_area_um2 = 25300
fp-utilization_pct = 30.8
die_h_um = 163
dieWidth_um = 163
floorplan.die_area_um2 = 26600
ios = 415
num_rows = 58

[cts]
post_cts_hold_buffer_count = 0
clockRootBuffer = "sky130_fd_sc_hd__clkbuf_16"
cts_max_path_buffers = 3
numCtsBuffers = 24
h-tree-depth = 1
cts_tree = "yes"
clock_transition_at_the_registers_of_the_reported_paths_ns = 0.06
cts.sinks = 224

[power]
p_seq_share_pct = 49.5
p_int_uw = 13400
ir_worst_vdd_uv = 1030
power.share.switching_pct = 18.8
power_density_nw_per_um2 = 1280
p_sw_uw = 3090
clock_power_share_pct = 40.2
static-leakage-power_uw = 0.00496
combinationalPowerShare_pct = 10.3

[job]
max-cap-violations = 0
stage_log_warnings = 30

[finish]
layout.cells.non_filler = 1097
areaGrowthSynthToFinish_pct = 65.3
layout_top_cells = "sky130_fd_sc_hd__edfxtp_1, sky130_fd_sc_hd__clkdlybuf4s50_1, sky130_fd_sc_hd__clkdlybuf4s15_1"
design_area_um2 = 12900
final_layout_size_suffix_gt1_share_pct = 26.2
layout.cells.most_common = "sky130_fd_sc_hd__edfxtp_1"
num-fill-cells = 2040

[placed_design]
hpwlAfterDp_um = 15000
port_buffers = 413
dpl.cell_count = 1054
placed_area_um2 = 12400
gpl.final_weighted_congestion = 0.848

[global_routing]
gr-usage-all-layers_pct = 15.1
grt_start_max_net_pins = 109
grt_pass1_wl_um = 28000
first_global_vias = 4861
antenna_found_initial = 0
grt_remaining_overflow = 0
per-stage QoR:
stage | hold WS (ns) | setup slack (ns) | total power, uW | util (%) | TNS, ns
3_3_place_gp | 0.742 | -0.380 | 10300 | 49.1 | -60.76
2_1_floorplan | 0.352 | -2.49 | 8560 | - | -547.12
6_report | 0.229 | 0.00166 | 16500 | 50.8 | 0
4_1_cts | 0.213 | -0.0426 | 16800 | 51.9 | -0.0684
5_1_grt | 0.213 | -0.0864 | 17100 | 50.8 | -0.122
3_5_place_dp | 0.744 | -0.382 | 10300 | 49.1 | -60.89
cell families (layout without fill, tap and decap cells):
family / Yosys count / count (layout) / share of synthesized area (%)
DFF: 224 / 224 / 85.8
buffers and inverters: 10 / 474 / 1.86
other: 1 / 1 / 0.0481
muxes: 62 / 62 / 11.8
and+or+nand+nor: 6 / 6 / 0.482
power groups by stage:
stage | clock network [uW] | logic (uW) | registers [uW]
final | 6620 | 1690 | 8140
after global routing | 7110 | 1830 | 8200
after CTS | 6820 | 1800 | 8150
final timing paths:
path / slack (ns) / cells after the start / start / to
setup / recovery: 0.002 / 1 / Immediate_out[30]$_DFFE_PN_ / Immediate_out[30]
hold / removal: 0.23 / 2 / jumpSrc / jumpAddress_out[28]$_DFFE_PN_
cells in the mapped netlist:
cell type	instances	share of area (%)
sky130_fd_sc_hd__nor2b_1	4	0.32
sky130_fd_sc_hd__buf_6	3	0.43
sky130_fd_sc_hd__conb_1	1	0.048
sky130_fd_sc_hd__edfxtp_1	220	85
sky130_fd_sc_hd__buf_4	1	0.096
sky130_fd_sc_hd__mux2_2	4	0.58
sky130_fd_sc_hd__inv_1	1	0.048
sky130_fd_sc_hd__buf_12	5	1.3
sky130_fd_sc_hd__mux2_4	58	11
sky130_fd_sc_hd__dfxtp_1	4	1.0
sky130_fd_sc_hd__and2_1	2	0.16
flip-flops by register name, indices dropped and copies added (netlist names), 6 cells and up:
| signal | cells |
|---|---|
| Immediate_out | 32 |
| aluInputB_out | 32 |
| jumpAddress_out | 32 |
| newAddress_out | 32 |
| regReadData1_out | 32 |
| regReadData2_out | 32 |
| aluOpCode_out | 6 |
layer usage:
metal / part of all wire, % / vias to the layer above / track usage [%]
li1: - / 2105 / -
met1: 36 / 2167 / 19.3
met2: 48 / 297 / 23.8
met3: 14 / 33 / 8.28
met4: 1.9 / 0 / 2.68
met5: 0 / - / 0
cell type report:
cell class / instances / area, um2 / area share (%)
clock inverters: 17 / 214 / 1.66
clock buffers: 26 / 629 / 4.89
flip-flops and latches: 224 / 6690 / 51.9
well taps: 330 / 413 / 3.21
multi-input cells: 69 / 957 / 7.44
repair buffers: 430 / 3970 / 30.8
inverters: 1 / 7.51 / 0.0583
repair_timing:
item,CTS,global route
gates resized,468,74
setup endpoints to repair,224,76
setup buffers,0,0
No activity file was given, so power comes from the tool's default toggle rates.
